<file path="design/flow/run.sh">
#!/bin/bash
# OpenROAD 26Q1-2900-gdf79404cd8, Yosys 0.63+post, stock flow scripts
make -C /OpenROAD-flow-scripts/flow DESIGN_CONFIG=/design/flow/config.mk WORK_HOME=/design/flow/orfs finish
</file>
<file path="design/flow/config.mk">
export PLATFORM = sky130hd
export DESIGN_NAME = hgcd
export DESIGN_NICKNAME = hgcd
export VERILOG_FILES = /design/flow/design.v
export SDC_FILE = /design/flow/constraint.sdc
export NUM_CORES = 4
export LEC_CHECK = 1
export CORE_UTILIZATION = 30
</file>
<file path="design/flow/constraint.sdc">
current_design hgcd

set clk_period 6.5
set clk_io_pct 0.2

create_clock -name clk0 -period $clk_period [get_ports {clk}]

set non_clock_inputs [all_inputs -no_clocks]
set_input_delay [expr $clk_period * $clk_io_pct] -clock clk0 $non_clock_inputs
set_output_delay [expr $clk_period * $clk_io_pct] -clock clk0 [all_outputs]
</file>
<file path="design/flow/design.v">
module gcd(
    input wire[7:0] a,
    input wire[7:0] b,
    input wire ld,
    input wire clk,
    input wire reset,
    output wire[7:0] q,
    output wire rdy);
    reg [7:0] areg, areg_next;
    reg [7:0] breg, breg_next;
    reg [7:0] qvar;
    reg rdyvar;
    localparam Sidle = 0, Sactive = 1;
    reg state, state_next;
    always @(posedge clk, posedge reset)
       if (reset)
          begin
          state <= Sidle;
          areg  <= 8'b0;
          breg  <= 8'b0;
          end
       else
          begin
          state <= state_next;
          areg  <= areg_next;
          breg  <= breg_next;
          end
    assign rdy = rdyvar;
    assign q   = qvar;
    always @(*)
      begin
      areg_next  = areg;
      breg_next  = breg;
      state_next = state;
      qvar       = 8'd0;
      rdyvar     = 1'd0;
      case (state)
        Sidle:
          if (ld)
            begin
               areg_next = a;
               breg_next = b;
               state_next = Sactive;
            end
        Sactive:
          if (areg == breg)
             begin
		state_next = Sidle;
		qvar       = areg;
		rdyvar     = 1'b1;
             end
          else
             begin
		areg_next = (areg > breg) ? areg - breg : areg;
		breg_next = (breg > areg) ? breg - areg : breg;
             end
        default:
          state_next = Sidle;
      endcase
      end
endmodule
module hgcd(
    input wire[7:0] a,
    input wire[7:0] b,
    input wire ld,
    input wire clk,
    input wire reset,
    output wire[7:0] q,
    output wire rdy);
   localparam S00 = 0, S01 = 1, S10 = 2, S11 = 3, SW = 4;
   reg [2:0] 	state, state_next;
   reg 		ld1,  ld2;
   wire 	rdy1, rd2;
   wire [7:0] 	q1,    q2;
   reg [7:0] 	qbackup;
   reg [7:0] 	qvar;
   reg          rdyvar;
   gcd gcd1(.a(a), .b(b), .ld(ld1), .clk(clk), .reset(reset), .q(q1), .rdy(rdy1));
   gcd gcd2(.a(a), .b(b), .ld(ld2), .clk(clk), .reset(reset), .q(q2), .rdy(rdy2));
   assign q   = qvar;
   assign rdy = rdyvar;
   always @(posedge clk, posedge reset)
     if (reset)
       begin
	  state   <= S00;
	  qbackup <= 8'b0;
       end
     else
       begin
	  state   <= state_next;
	  qbackup <= q2;
       end
   always @(*)
     begin
	ld1 = 1'b0;
	ld2 = 1'b0;
	state_next = state;
	qvar = 8'b0;
	rdyvar = 1'b0;
	case (state)
	  S00:
	    if (ld)
	      begin
		 ld1 = 1'b1;
		 state_next = S01;
	      end
	  S01:
	    if (!ld & rdy1)
	      begin
		 qvar = q1;
		 rdyvar = 1'b1;		 
		 state_next = S00;
	      end
	    else if (ld & rdy1)
	      begin
		 qvar = q1;
		 rdyvar = 1'b1;		 
		 ld2 = 1'b1;
		 state_next = S10;
	      end
	    else if (ld & !rdy1)
	      begin
		 ld2 = 1'b1;
		 state_next = S11;
	      end
	  S10:
	    if (!ld & rdy2)
	      begin
		 qvar = q2;
		 rdyvar = 1'b1;		 
		 state_next = S00;
	      end
	    else if (ld & rdy2)
	      begin
		 qvar = q2;
		 rdyvar = 1'b1;		 
		 ld1 = 1'b1;
		 state_next = S01;		 
	      end
	    else if (ld * !rdy2)
	      begin
		 ld1 = 1'b1;
		 state_next = S11;
	      end
	  S11:
	    if (rdy1 & !rdy2)
	      begin
		 qvar = q1;
		 rdyvar = 1'b1;		 
		 state_next = S10;
	      end
	    else if (!rdy1 & rdy2)
	      begin
		 qvar = q2;
		 rdyvar = 1'b1;		 
		 state_next = S01;
	      end
	    else if (rdy1 & rdy2)
	      begin
		 qvar = q1;
		 rdyvar = 1'b1;		 
		 state_next = SW;
	      end
	  SW:
	    begin
	       qvar = qbackup;
	       rdyvar = 1'b1;		 
	       state_next = S00;	       
	    end
	  default:
	    state_next = S00;
	endcase
     end
endmodule
</file>
==> results_dict.tcl <==
# collected from the flow reports
set metrics [dict create \
    layout-drive-gt1-share_pct 7.353 \
    nFillCells 1279 \
    dr.first_iter.drc_count 258 \
    async_flop_share_pct 100.0 \
    finClkSkew_ns 0.005834 \
    ctsHoldBuffers 0 \
    grt_overflow 0 \
    syn_inst 462 \
    ff_type "dfrtp_1" \
    die_w_um 117.2 \
    cp-start-kind "flop" \
    worstHoldPathCells 2 \
    postCtsSetupRepairBufs 0 \
    topCellsByArea "dfrtp_1, ha_1, a21oi_1, nor2_1, mux2i_1" \
    worst_setup_path_end_kind "output port" \
    fp_util_pct 31.19 \
    grt_pass1_vias 3194 \
    drc_errors 0 \
    avgRoutedWirePerCell_um 15.87 \
    layout_min_cycle_time_ns 4.290 \
    finalHoldViolations 0 \
    final_cell_area_um2 4513 \
    reg2reg_depth 7 \
    drv_slew 0 \
    core_um2 12770 \
    numSynthFlops 47 \
    grt_antenna_before_repair 0 \
    cts_buffer_depth 2 \
    rsz0062_at_grt "no" \
    grt_pass1_wl_um 17090 \
    place_hpwl_um 7820 \
    relSlewSlack_pct 48.84 \
    io-pin-count 28 \
    rows 41 \
    yosys_warnings 3 \
    synth.avg_cell_area_um2 8.623 \
    max_cap_violations 0 \
    first_pass_iters 6 \
    place_area_um2 4339 \
    status "complete, no violations" \
    path_class "flop to output port" \
    synth-edff-count 0 \
    antennaDiodeCount 0 \
    postRouteAntennaNets 0 \
    yosysUniqueCellTypes 65 \
    yosys_cells 462 \
    hold_path_class "flop to flop" \
    tightestPinTransition_ns 0.7667 \
    largest_area_cell "dfrtp_1" \
    place_congestion 0.8703 \
    synthesis.area_um2 3984 \
    io_buffers 27 \
    cp_max_fo 20 \
    cts_tree "done" \
    die_h_um 117.2 \
    h-tree-depth 2 \
    postRouteWirelength_um 10280 \
    vias 3379 \
    syn_to_final_growth_pct 13.29 \
    setup_violations 0 \
    cts_resized 0 \
    via_per_inst 5.215 \
    fin_tns_setup_ns 0 \
    fmax_mhz 233.1 \
    tool_warnings 41 \
    clk_pin_slew_ns 0.07 \
    required_ns 5.20 \
    synth_top_area_share_pct 28.89 \
    common_cells "nor2_1, dfrtp_1, inv_1" \
    crit_arrival_ns 2.99 \
    clockRootBuffer "clkbuf_16" \
    numClockSinks 47 \
    clock.latency.late_pin_ns 0.29 \
    hold_slack_ns 0.5138 \
    ys_area_um2 3984 \
    grt_max_degree 48 \
    cts_buffers 5 \
    grt_usage_pct 16.67 \
    yosys.cell_count.top_type "nor2_1" \
    postSynthSeqShare_pct 29.55 \
    fin_crit_sh_pct 66.00 \
    die_area_um2 13740 \
]
through the flow:
stage	utilization (%)	instances	worst slack [ns]
5_1_grt	35.33	648	1.972
3_3_place_gp	33.97	640	2.588
4_1_cts	35.33	648	2.195
3_5_place_dp	33.97	640	2.527
2_1_floorplan	-	462	3.517
6_report	35.33	648	2.210
cell type report:
| cell class | count | area, µm² | share of cell area (%) |
|---|---|---|---|
| multi-input combinational | 346 | 2485 | 55.06 |
| sequential | 47 | 1177 | 26.09 |
| timing repair buffer | 30 | 292.8 | 6.487 |
| tap | 172 | 215.2 | 4.768 |
| inverter | 45 | 168.9 | 3.743 |
| clock buffer | 6 | 138.9 | 3.077 |
| clock inverter | 2 | 35.03 | 0.7763 |
cells in the final DEF (no fill, tap or decap), drive strengths merged, types with 4 or more instances in the layout:
master         synthesis  final
nor2                  49     49
dfrtp                 46     46
inv                   44     44
a21oi                 39     39
ha                    32     32
clkdlybuf4s50          0     27
o21ai                 27     27
nand2                 21     21
mux2i                 17     17
nand2b                12     12
o31ai                 12     12
a22oi                 11     11
nor2b                 10     10
nor3                   9      9
a211oi                 9      9
or3                    9      9
a31oi                  9      9
mux2                   8      8
xor2                   6      6
clkbuf                 6      6
o221ai                 5      5
nor3b                  5      5
o21a                   5      5
a21boi                 5      5
nand3                  5      5
o22ai                  4      4
fa                     4      4
cell families after synthesis:
kind of cell    after synthesis  synth area share, %
compound gates              143                24.40
xor+xnor                      6                1.319
fa+ha+maj                    36                12.06
buf+inv                      69                8.071
flops                        47                29.55
mux                          25                6.627
simple gates                136                17.96
worst max-delay path, cell delays in order, from the launching register on:
cell and delay, ns:
dfrtp_1 0.77, inv_1 0.42, or3_4 0.52, a21oi_2 0.39, o31ai_1 0.15, clkdlybuf4s50_1 0.44
routing by layer:
| metal | wire, µm | part of all wire [%] | global-route usage (%) |
|---|---|---|---|
| met1 | 5080 | 49 | 27.04 |
| met2 | 4658 | 45 | 25.29 |
| met3 | 474 | 4.6 | 2.045 |
| met4 | 71 | 0.69 | 1.013 |
| met5 | 0 | 0 | 0 |
final timing paths:
| path | slack (ns) | startpoint | endpoint |
|---|---|---|---|
| worst max-delay path | 2.21 | gcd1.state$_DFF_PP0_ | q[2] |
| worst min register to register | 0.51 | gcd2.breg[2]$_DFFE_PP0P_ | gcd2.breg[2]$_DFFE_PP0P_ |
| worst max register to register | 3.85 | gcd1.areg[0]$_DFFE_PP0P_ | gcd1.breg[7]$_DFFE_PP0P_ |
| max in group asynchronous | 4.57 | reset | gcd1.breg[4]$_DFFE_PP0P_ |
| worst min-delay path | 0.51 | gcd2.breg[2]$_DFFE_PP0P_ | gcd2.breg[2]$_DFFE_PP0P_ |
| min in group asynchronous | 1.50 | reset | gcd2.breg[7]$_DFFE_PP0P_ |
flip-flops by register name, summed over array words and instances, names as in the netlist:
name / cells
gcd1.areg: 8
gcd1.breg: 8
gcd2.areg: 8
gcd2.breg: 8
qbackup: 8
state: 5
gcd1.state: 1
gcd2.state: 1
